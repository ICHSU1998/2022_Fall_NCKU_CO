==> flow/design.v <==
module Vending(
    clk,
    rst,
    DI,
    MI,
    sel,
    MO,
    PO
);
    input clk;
    input rst;
    input [7:0] DI;
    input [7:0] MI;
    input [1:0] sel;
    output reg [7:0] MO;
    output reg [1:0] PO;
    reg [1:0] state;
    reg [1:0] nstate;
    reg [7:0] money;
    reg [1:0] counter;
    reg [7:0] prize [2:0];
    reg [1:0] selection;
    reg [7:0] change;
    always @(posedge clk or posedge rst)
    begin
        if (rst)
        begin
            state <= 2'b00;
            money <= 8'd0;
            counter <= 2'd0;
            prize[0] <= 8'd0;
            prize[1] <= 8'd0;
            prize[2] <= 8'd0;
            selection <= 2'd0;
            change <= 0;
        end
        else 
        begin
            state <= nstate;
            if (state == 2'b00)
            begin
                prize[counter] <= DI;
                counter <= counter + 1;
                money <= money;
            end
            else if (state == 2'b01)
            begin
                if (sel != 2'd0)
                begin
                    if ((money + MI) >= prize[sel - 1])
                    begin
                        money <= 0;
                        change <= money + MI - prize[sel - 1];
                        selection <= sel;
                    end
                    else 
                    begin
                        money <= money + MI;
                        change <= 0;
                        selection <= 0;
                    end
                end
                else 
                begin
                    money <= money + MI;
                    change <= 0;
                    selection <= 0;
                end
            end
        end
    end
    always @(*)
    begin
        case (state)
            2'b00:
            begin
                if (counter < (2'd3 - 1))
                begin
                    nstate = 2'b00;
                end
                else 
                begin
                    nstate = 2'b01;
                end
            end
            2'b01:
            begin
                nstate = 2'b01;
            end
            default: 
            begin
                nstate = 2'b00;
            end
        endcase
    end
    always @(*)
    begin
        case (state)
            2'b00:
            begin
                MO = 8'd0;
                PO = 2'd0;
            end
            2'b01:
            begin
                if (selection != 0)
                begin
                    MO = change;
                    PO = selection;
                end
                else 
                begin
                    MO = 8'd0;
                    PO = 2'd0;
                end
            end
            default: 
            begin
                MO = 8'd0;
                PO = 2'd0;
            end
        endcase
    end
endmodule
==> flow/run.sh <==
#!/bin/bash
# OpenROAD 26Q1-2900-gdf79404cd8, Yosys 0.63+post, stock flow scripts
make -C /OpenROAD-flow-scripts/flow DESIGN_CONFIG=/design/flow/config.mk WORK_HOME=/design/flow/orfs finish
==> flow/config.mk <==
export PLATFORM = sky130hd
export DESIGN_NAME = Vending
export DESIGN_NICKNAME = Vending
export VERILOG_FILES = /design/flow/design.v
export SDC_FILE = /design/flow/constraint.sdc
export NUM_CORES = 4
export LEC_CHECK = 1
export CORE_UTILIZATION = 50
==> flow/constraint.sdc <==
current_design Vending

set clk_period 5.1
set clk_io_pct 0.2

create_clock -name clk0 -period $clk_period [get_ports {clk}]

set non_clock_inputs [all_inputs -no_clocks]
set_input_delay [expr $clk_period * $clk_io_pct] -clock clk0 $non_clock_inputs
set_output_delay [expr $clk_period * $clk_io_pct] -clock clk0 [all_outputs]
==> flow_summary.json <==
{
  "hold_viol": 0,
  "whs_path_depth": 1,
  "startpoint": "MI[0]",
  "yosys_area_mm2": 0.002649,
  "synthFlopType": "dfrtp_1",
  "grt-ovfl-total": 0,
  "port_buffers": 29,
  "worstPathArrival_ps": 4280,
  "openroad.warnings": 28,
  "rr_endpoint": "change[5]",
  "dp_hpwl_um": 3496,
  "whs_endpoint": "state[0]",
  "cts_sinks": 46,
  "numCtsBuffers": 5,
  "grt.total_usage_pct": 18.48,
  "cts.path.max_buffers": 2,
  "wirelength_um": 4666,
  "grt_max_degree": 47,
  "placed_area_mm2": 0.003008,
  "top_cells_by_area": "dfrtp_1 43%, mux2_2 10%, ha_1 8.5%",
  "syn_area_mm2": 0.002649,
  "grt_pass1_vias": 1695,
  "place.gp.congestion": 0.8301,
  "ctsHtreeMaxLevel": 2,
  "reg2reg_depth": 14,
  "n_antenna_cell": 0,
  "areaGrowthSynthToFinish_pct": 17.71,
  "max-cap-violations": 0,
  "whs_ps": 448.2,
  "synth_cell_types": 43,
  "fmax_mhz": 247.1,
  "top_cells_by_count": "45 x dfrtp_1, 24 x mux2_2, 20 x nand2_1, 18 x ha_1, 14 x o21ai_0",
  "end_kind": "register",
  "regToRegSetupSlack_ps": 1820,
  "synth-async-reset-ratio_pct": 100.0,
  "p_leak_nw": 1.373,
  "rows": 26,
  "avgSynthCellArea_um2": 10.99,
  "timing.rr.start": "money[0]",
  "yosysWarnings": 2,
  "dp_slack_ps": 823.9,
  "min_path_type": "reg -> reg",
  "hold_path.startpoint": "counter[1]",
  "cts_tree": "done",
  "dr.first_iter.drc_count": 54,
  "largest_area_cell": "dfrtp_1",
  "yosys.area.top_type_share_pct": 42.51,
  "dieWidth_um": 74.79,
  "ctsHoldBuffers": 0,
  "grt_pass1_wl_um": 7596,
  "ctsResizeCount": 0,
  "core_mm2": 0.005107,
  "drive_gt1_share_pct": 16.12,
  "die_y_um": 74.79,
  "route.vias.total": 1818,
  "worstSkewPairLatency_ps": 290,
  "crit_type": "in -> reg",
  "post-route-period-util_pct": 79.36,
  "cp_data_required_time_ps": 5330,
  "finalSetupViolCount": 0,
  "critPathMaxFanout": 5,
  "worstMarginPinSlew_ps": 582.2,
  "cts_root_buf": "clkbuf_8",
  "fin_skew_ps": 4.327,
  "slew_violations": 0,
  "p_per_area_mw_per_mm2": 266.0,
  "ant_nets": 0,
  "drcViolationCount": 0,
  "rsz0062_at_grt": "false",
  "irDropWorstVdd_mv": 0.2027,
  "final_area_mm2": 0.003118,
  "outcome": "finished, final reports clean",
  "tns_ps": 0,
  "post-cts-setup-buffers": 0,
  "viasPerCell": 5.300,
  "period_needed_ps": 4048,
  "most_common_cell": "dfrtp_1",
  "edf_count": 0,
  "wl_per_cell_um": 13.60,
  "die_area_mm2": 0.005593,
  "ys_seq_share_pct": 43.50,
  "fp_util_pct": 51.86,
  "clk_transition_reported_paths_ps": 90,
  "drt-pass1-iter-count": 4,
  "grt_antenna_before_repair": 0,
  "postSynthCellCount": 241,
  "final_core_utilization_pct": 61.05,
  "ys_cells": 241,
  "relSlewSlack_pct": 61.19,
  "setup_ws_ps": 1052,
  "io_pins": 30,
  "synth-seq-cells": 46,
  "start_kind": "input port"
}
-- cells in the final DEF, fill, tap and decap left out, types with 3 or more instances in the layout --
cell type / synthesis / routed
inv_1: 13 / 12
nor2b_1: 9 / 9
clkbuf_8: 0 / 5
nor2_1: 10 / 10
a22o_1: 7 / 7
nand2b_1: 5 / 5
nor3_1: 3 / 3
and2_1: 3 / 3
clkdlybuf4s50_1: 0 / 29
ha_1: 18 / 18
o21ai_0: 14 / 14
buf_4: 0 / 3
nand2_1: 20 / 20
mux2_2: 24 / 24
xnor2_1: 8 / 8
mux2i_1: 8 / 8
dfrtp_1: 45 / 45
a21oi_1: 8 / 8
a21o_1: 3 / 3
o21a_1: 4 / 4
-- registers in the layout, summed over array words and instances (netlist names) --
register   cells
money          8
selection      2
change         8
counter        2
state          2
prize         24
-- logic make-up (layout without fill, tap and decap cells) --
family	count (synthesis)	after routing	share of synthesized area [%]
AND-OR/OR-AND	57	57	16.30
XOR/XNOR	10	10	3.307
adder cells (fa/ha/maj)	20	20	10.01
buffers and inverters	21	53	3.401
flip-flops	46	46	43.51
multiplexers	32	32	13.23
AND/OR/NAND/NOR	55	55	10.25
-- layer usage --
layer,GRT usage (%),vias to the layer above,routed length (um)
met5,0,-,0
met3,2.985,2,157
met2,29.63,42,2162
li1,-,915,-
met4,2.096,0,28
met1,28.90,859,2317
-- how the worst max path moves through the flow --
| stage | end | slack, ps | cells past startpoint |
|---|---|---|---|
| after CTS | change[5] | 1120 | 15 |
| after global routing | change[6] | 890 | 15 |
| final | change[5] | 1050 | 15 |
-- through the flow --
stage                     cells  power [mW]
after floorplan             241      0.5274
after global placement      335      0.5719
after detailed placement    335      0.5715
after CTS                   343      0.8427
after global routing        343      0.8769
final                       343      0.8294
-- layout make-up --
type                    count  area [um2]
well taps                  70       87.58
fillers                   474        1989
repair buffers             32       312.8
multi-input cells         174        1406
clock buffers               6       72.57
flip-flops and latches     46        1152
clock inverters             2       37.54
inverters                  13       48.80
-- worst max-delay path, stage by stage --
cell,delay [ps]
clkdlybuf4s50_1,400
ha_1,230
inv_1,70
fa_1,250
nor2b_4,50
o31a_1,260
o21a_1,190
nor3_1,280
nor2_1,80
ha_1,340
o21ai_0,100
nor2_1,190
o211ai_2,150
a21oi_1,410
a41o_1,240
-- report_power, final --
part           switching [mW]  leakage (nW)  internal [mW]
logic                  0.0867         0.790         0.0826
registers             0.00923         0.532          0.385
clock network           0.120        0.0514          0.146
No activity file was given, so power comes from the tool's default toggle rates.
