File: /design/flow/constraint.sdc
current_design Mult

set clk_period 6.0
set clk_io_pct 0.2

create_clock -name clk0 -period $clk_period

set non_clock_inputs [all_inputs -no_clocks]
set_input_delay [expr $clk_period * $clk_io_pct] -clock clk0 $non_clock_inputs
set_output_delay [expr $clk_period * $clk_io_pct] -clock clk0 [all_outputs]
File: /design/flow/design.v
module Mult(Multiplicand,Multiplier,Product);
	input	[3:0]	Multiplicand,Multiplier;
	output	reg	[7:0]	Product;
	reg    [7:0]	inter[0:2];
	always@	(*)begin
		inter[0] = (Multiplier[0]) ? {4'd0, Multiplicand} : 8'd0;
		inter[1] = (Multiplier[1]) ? inter[0] + {3'd0, Multiplicand, 1'd0} : inter[0];
		inter[2] = (Multiplier[2]) ? inter[1] + {2'd0, Multiplicand, 2'd0} : inter[1];
		Product = (Multiplier[3]) ? inter[2] + {1'd0, Multiplicand, 3'd0} : inter[2];
	end
endmodule
File: /design/flow/config.mk
export PLATFORM = sky130hd
export DESIGN_NAME = Mult
export DESIGN_NICKNAME = Mult
export VERILOG_FILES = /design/flow/design.v
export SDC_FILE = /design/flow/constraint.sdc
export NUM_CORES = 4
export LEC_CHECK = 1
export CORE_AREA = 10 10 70 70
export DIE_AREA = 0 0 80 80
File: /design/flow/run.sh
#!/bin/bash
# OpenROAD 26Q1-2900-gdf79404cd8, Yosys 0.63+post, stock flow scripts
make -C /OpenROAD-flow-scripts/flow DESIGN_CONFIG=/design/flow/config.mk WORK_HOME=/design/flow/orfs finish
==> flow_summary.toml <==
# generated from flow reports
[run]
tool_warnings = 33
drv.max_cap_violation_count = 0

[placement]
dp_slack_ns = -0.387
dpl.cell_count = 143
port_buf_inserts = 16
finalWeightedCongestion = 0.748
dp.final_hpwl_um = 1260

[sta]
setup_violations = 0
hold-worst-slack_ns = 3.26
fmax_mhz = 171
timing_max_transition_violations_final = 0
setup_slack_after_layout_ns = 0.151
slew-limit-headroom_pct = 70.9
min_period_ns = 5.85
tightestPinTransition_ns = 0.432
final_min_period_over_clock_period_pct = 97.5
final-hold-violation-count = 0

[finish]
final-instance-count-excl-fill = 155
flop_area_um2 = 0
clock_tree_buffer_count_of_the_final_layout = 0
final_layout_size_suffix_gt1_share_pct = 43.1
num-fill-cells = 355
syn_to_final_growth_pct = 84.0
layout.cells.most_common = "buf_4"
final_layout_top_logic_cells = "buf_4 (25), clkdlybuf4s50_1 (8), inv_1 (7), ha_1 (7), nand2_1 (5)"
numSequentialCells = 0

[global_routing]
grt-ovfl-total = 0
antenna_found_initial = 0
track_usage_pct = 5.20
grt_pass1_vias = 606
largest_net_degree_at_the_start_of_global_routing = 9
global_route_wire_length_before_repair_um = 2850

[logic_synthesis]
post_synth_inst_count = 69
netlist_area_um2 = 563
seq_area_frac_synth_pct = 0
yosys-stat-area_um2 = 563
yosysUniqueCellTypes = 26
synth_warnings = 2
synth.yosys.num_cells = 69
avgSynthCellArea_um2 = 8.16

[worst_hold_path]
hold_path_class = "input pin to output port"

[worst_setup_path]
critical_path.cell_chain = "dlygate4sd2_1, and2_4, ha_4, inv_1, fa_2, xnor2_2, nand2_1, xor2_2, inv_2, buf_4, buf_4, buf_4, buf_4, buf_4, buf_4, a21boi_2, ha_2, fa_2, mux2_4, dlygate4sd2_1"
crit_end_category = "output port"
worst_ep_required_time_ns = 4.80
critPathMaxStageDelay_ns = 0.43
critPathMaxFanout = 2
critPathArrivalTime_ns = 4.65
cpMaxStageDelayCell = "fa_2"
worst_setup_sp_type = "input pin"
cp_common_cell = "buf_4"
criticalPathCategory = "input pin to output port"

[die]
initial_utilization_pct = 16.5
core_region_area_mm2 = 0.00342
die_width_um = 80
ioPinCount = 16
dieHeight_um = 80
core.rowCount = 21
chip_area_mm2 = 0.00640

[power]
leakagePower_nw = 0.506
vdd_drop_max_mv = 0.0466
power_density_mw_per_mm2 = 110
p_total_mw = 0.114

[drt]
first_pass_iters = 2
drt_wl_total_um = 1650
wl_per_cell_um = 10.6
route.detailed.vias_per_inst = 3.94
ant_nets = 0
drt_iter0_drc = 9
drc = 0
routed-via-count = 611
antenna_cells = 0

[outcome]
result_of_the_run = "finished, final reports clean"

[clock_tree]
cts_hold_buf = 0
## stage by stage
| step | utilization (%) | setup TNS [ns] | instance area (um2) |
|---|---|---|---|
| 6_report | 30.3 | 0 | 1040 |
| 5_1_grt | 30.3 | -0.0190 | 1040 |
| 4_1_cts | 28.6 | 0 | 976 |
| 3_5_place_dp | 25.6 | -1.43 | 875 |
| 3_3_place_gp | 25.6 | -1.26 | 875 |
| 2_1_floorplan | - | 0 | 563 |
## synthesized netlist by cell type
cell type,number,area (um2)
fa_1,3,60.1
and3_4,1,11.3
mux2_1,1,11.3
nor2b_1,2,12.5
nand3_1,2,10.0
maj3_1,1,10.0
clkbuf_1,1,3.75
nand2_1,6,22.5
a32oi_1,1,8.76
o21ai_0,2,10.0
mux2i_1,2,20.0
o41ai_2,1,16.3
nor3_1,1,5.00
xnor2_1,2,17.5
and2_1,4,25.0
ha_1,11,138
a21boi_1,1,7.51
inv_1,8,30.0
nor2_1,1,3.75
a31oi_1,1,6.26
a21oi_1,5,25.0
o21ba_2,1,10.0
xor2_1,4,35.0
o31ai_1,1,7.51
a21o_1,3,22.5
mux2_2,3,33.8
## metal layers
metal	vias to the layer above	track usage, %	wire (um)
met3	0	0.795	54
met4	0	0	0
met1	280	7.48	873
li1	324	-	-
met2	7	8.43	719
met5	-	0	0
## final timing paths
path       startpoint         end  depth (start not counted)
max     Multiplier[0]  Product[4]                         20
min   Multiplicand[1]  Product[4]                          5
## layout make-up
cell class                      instances  area (um2)  area share [%]
Multi-Input combinational cell         60         603            58.2
Timing Repair Buffer                   41         345            33.3
Tap cell                               46        57.6            5.56
Inverter                                8        30.0            2.90
## critical path: cells and delay by family
kind	cells	cell delay, ns
buffers and inverters	10	1.31
adders and majority gates	4	1.17
xor gates and xnor gates	2	0.33
muxes	1	0.26
and+or+nand+nor	2	0.25
AOI/OAI and AO/OA	1	0.13
## what timing repair did
action	CTS	global route
resized	19	10
endpoints found under the setup margin	4	4
pin swaps	16	17
setup buffers	8	4
## logic make-up (layout without fill, tap and decap cells)
group | after synthesis | after routing | synth area share [%]
simple gates | 17 | 17 | 16.0
buf+inv | 9 | 49 | 6.00
xor+xnor | 6 | 6 | 9.33
mux | 6 | 6 | 11.6
compound gates | 16 | 16 | 20.2
fa+ha+maj | 15 | 15 | 36.9
## report_power, final
| part | leakage (nW) | total [mW] | switching [mW] | internal [mW] |
|---|---|---|---|---|
| combinational | 0.506 | 0.114 | 0.0439 | 0.0698 |
| sequential | 0 | 0 | 0 | 0 |
| clock | 0 | 0 | 0 | 0 |
Power and IR drop assume default switching activity.
